**/design/flow/constraint.sdc**
```tcl
current_design counter

set clk_period 1.1
set clk_io_pct 0.2

create_clock -name clk0 -period $clk_period [get_ports {clk}]

set non_clock_inputs [all_inputs -no_clocks]
set_input_delay [expr $clk_period * $clk_io_pct] -clock clk0 $non_clock_inputs
set_output_delay [expr $clk_period * $clk_io_pct] -clock clk0 [all_outputs]
```
**/design/flow/config.mk**
```make
export PLATFORM = sky130hd
export DESIGN_NAME = counter
export DESIGN_NICKNAME = counter
export VERILOG_FILES = /design/flow/design.v
export SDC_FILE = /design/flow/constraint.sdc
export NUM_CORES = 4
export LEC_CHECK = 1
export CORE_AREA = 10 10 70 70
export DIE_AREA = 0 0 80 80
```
**/design/flow/design.v**
```verilog
module counter (count, clk, rst);
    input clk, rst;
    output reg [3:0] count;
    always @(posedge clk or posedge rst)
    begin
        if (rst)
            count <= 0;
        else 
            count <= count + 1;
    end
endmodule
```
**/design/flow/run.sh**
```bash
#!/bin/bash
# OpenROAD 26Q1-2900-gdf79404cd8, Yosys 0.63+post, stock flow scripts
make -C /OpenROAD-flow-scripts/flow DESIGN_CONFIG=/design/flow/config.mk WORK_HOME=/design/flow/orfs finish
```
==> out/qor.yml <==
firstDrtPassIters: 2
grtUsageTotal: 0.01462
slew_headroom: 0.9040
worstSetupPathType: "reg2out"
largest_reg_flops: 4
place_ws_ns: -0.01343
crit_start: "count[2]"
end_kind: "output pin"
clk_path_buf_depth: 2
path_clk_slew_ns: 0.04
regMostFlops: "count"
critical-path-slowest-cell: "dfrtp_1"
grt.overflow.total: 0
pwr-share-seq: 0.442
warnings: 25
cp-start-kind: "flip-flop"
die_h_um: 80
wl_met1_um: 175
post-route-min-period_ns: 1.057
path_delay_family: "flip-flops"
top_cell_area_share: 0.7018
p_sw_uw: 61.20
syn_area_um2: 142.6
p_sw_frac: 0.1830
drive_above_1_share: 0.3478
drt_wl_total_um: 421
cap_violations: 0
antenna_found_initial: 0
status: "complete, no violations"
fp_util: 0.04176
num_rows: 21
reg2reg_from: "count[0]"
rsz0062_at_grt: "false"
syn_to_final_growth_pct: 115.8
worstMarginPinSlew_ns: 0.1438
cp.required_ns: 0.88
die_w_um: 80
ff2ff_setup_slack_ns: 0.12
max_stage_delay_ns: 0.37
routed.top_layer: "met3"
wl_met3_um: 137
yosys-stat-cells: 10
hold_class: "in2async"
ant_nets: 0
synth.area.top_cells: "dfrtp_1, ha_1, xnor2_1"
clock.fmax_mhz: 946.4
setup_viol: 0
worst_slack_ns: 0.04342
p_leak_nw: 0.1564
top_regs: "count x4"
synth_seq_share: 0.7018
die-area_mm2: 0.006400
clockRootBuffer: "clkbuf_4"
cts-buffers-inserted: 3
reg2reg_depth: 3
cts_tree: "done"
hold_viol: 0
boundaryPins: 6
crit_buf_inv: 1
reg2reg_to: "count[2]"
drc: 0
vias_per_cell: 1.725
p_per_area_mw_per_mm2: 1087
place_area_um2: 265.3
arrival_ns: 0.84
synth_cells: 10
comb_power_share: 0.019
slew_viol_final: 0
yosys_area_um2: 142.6
period_used_share: 0.9605
power_uw: 334.4
drt_iter0_drc: 6
postCtsHoldBufs: 0
final_area_um2: 307.8
gp_congestion: 0.6538
worstSkewPairLatency_ns: 0.23
diodes: 0
cts.sinks: 4
port_buffers: 5
wl_met2_um: 108
grt_start_max_net_pins: 5
grt_pass1_wl_um: 641
ys.flops: 4
synth_area_leader_cell: "dfrtp_1"
grt_pass1_vias: 142
hold_ws_ns: 0.1710
wl_per_cell_um: 6.101
syn_area_per_cell_um2: 14.26
path_cells: "dlygate4sd2_1"
via_count: 119
pwr-share-clk: 0.539
ys_types: 6
ctsHtreeMaxLevel: 1
intPower_uw: 273.2
cp_max_fo: 2
final_util: 0.09011
design.core.area_mm2: 0.003416
fin_skew_ns: 0.002014
max-vdd-ir-drop_mv: 0.1491
yosysWarnings: 1
area by class of cell:
cell class                      count  area, um^2
Tap cell                           46       57.56
Inverter                            2       7.507
Clock buffer                        3       22.52
Sequential cell                     4       100.1
Multi-Input combinational cell      4       35.03
Timing Repair Buffer               10       85.08
Fill cell                         403        3108
worst max-delay path by stage:
stage,endpoint,cells past startpoint
after CTS,count[2],1
final,count[2],1
after global routing,count[3],1
stage by stage:
stage / cells / TNS (ns)
finish: 69 / 0
global route: 69 / 0
CTS: 68 / 0
detailed placement: 63 / -0.01343
global placement: 63 / -0.007149
floorplan: 10 / 0
layout by cell type (no fill, tap or decap):
cell type,netlist,final
dlygate4sd2_1,0,2
clkdlybuf4s15_1,0,2
buf_4,0,5
dfrtp_1,4,4
xor2_1,1,1
inv_1,2,2
clkbuf_4,0,3
xnor2_1,1,1
clkdlybuf4s50_1,0,1
ha_1,1,1
nand3_1,1,1
power groups by stage:
| stage | registers [mW] | logic, mW | clock network (mW) |
|---|---|---|---|
| 6_report | 0.148 | 0.00627 | 0.180 |
| 4_1_cts | 0.148 | 0.00642 | 0.191 |
| 5_1_grt | 0.148 | 0.00728 | 0.202 |
routing by layer:
layer	GRT usage	up-vias
met2	0.01043	8
met5	0	-
met1	0.01337	54
li1	-	57
met4	0.007042	0
met3	0.02955	0
repair_timing:
item | in CTS | in global routing
setup buffers | 2 | 1
cloned | 0 | 0
resized | 6 | 0
setup endpoints to repair | 4 | 1
cell usage after synthesis:
cell     instances
xor2_1           1
ha_1             1
dfrtp_1          4
inv_1            2
nand3_1          1
xnor2_1          1
logic make-up after synthesis:
| logic type | share of synthesized area |
|---|---|
| flip-flops | 0.7018 |
| adder cells (fa/ha/maj) | 0.08771 |
| XOR/XNOR | 0.1228 |
| AND/OR/NAND/NOR | 0.03505 |
| buffers and inverters | 0.05265 |
Power figures rest on the tool's default switching activity, not on a simulated workload.
