File: flow/config.mk
export PLATFORM = sky130hd
export DESIGN_NAME = ALU
export DESIGN_NICKNAME = ALU
export VERILOG_FILES = /design/flow/design.v
export SDC_FILE = /design/flow/constraint.sdc
export NUM_CORES = 4
export LEC_CHECK = 1
export CORE_AREA = 10 10 82 82
export DIE_AREA = 0 0 92 92
File: flow/constraint.sdc
current_design ALU

set clk_period 14.2
set clk_io_pct 0.2

create_clock -name clk0 -period $clk_period

set non_clock_inputs [all_inputs -no_clocks]
set_input_delay [expr $clk_period * $clk_io_pct] -clock clk0 $non_clock_inputs
set_output_delay [expr $clk_period * $clk_io_pct] -clock clk0 [all_outputs]
File: flow/design.v
module ALU (X, Y, Z, Sign, Zero, Carry, Parity, Overflow);
    input [15:0] X, Y;
    output [15:0] Z;
    output Sign, Zero, Carry, Parity, Overflow;
    assign {Carry, Z} = X + Y;
    assign Sign = Z[15];
    assign Zero = ~|Z;
    assign Parity = ~^Z;
    assign Overflow = ((X[15] & Y[15] & ~Z[15]) | (~X[15] & ~Y[15] & Z[15]));
endmodule
File: flow/run.sh
#!/bin/bash
# OpenROAD 26Q1-2900-gdf79404cd8, Yosys 0.63+post, stock flow scripts
make -C /OpenROAD-flow-scripts/flow DESIGN_CONFIG=/design/flow/config.mk WORK_HOME=/design/flow/orfs finish
==> reports/summary.txt <==
Most instantiated logic cell after routing -> clkdlybuf4s50_1
Critical path peak fanout -> 4
Portion of the clock cycle consumed by the worst path in the final layout -> 64.72%
Final Slew Violations -> 0
Count of final setup violators -> 0
Share of the yosys chip area belonging to registers -> 0%
Detailed-router iteration count before antenna repair -> 4
Count of buffers inserted at the top-level ports -> 53
Synthesis-to-layout area growth -> 53.27%
Area of the core -> 5075 sq um
FF/Latch Area -> 0 sq um
Synthesized area -> 1109 sq um
Remaining antenna violation count -> 0
GR peak layer -> met2
Outcome -> completed
Flip-flops -> 0
Number of clock buffers in the layout -> 0
Minimum setup slack in the final design -> 5.009 ns
GRT Total Usage -> 6.844%
Share of post-route cells with drive strength above 1 -> 6.806%
Int Pwr -> 78.74 uW
FP Rows -> 26
Pwr Density -> 73.57 nW/um^2
Number of fill cells -> 555
Share of the core filled by cells before placement -> 21.84%
Worst hold path type -> input port to primary output
GR Layer Usage met2 -> 11.06%
Overflow left after global routing -> 0
Vias in the first global route -> 1,132
Setup TNS -> 0 ns
Average routed wire per standard cell -> 11.66 um
Switching part of the total -> 37.01%
Via/cell ratio -> 4.176
DRC viols -> 0
CP endpoint kind -> primary output
Hold violation total from the final report -> 0
Crit path launch type -> input port
Tally of yosys warning messages -> 0
Routed wire length -> 3042 um
Met1 capacity usage during global routing -> 9.741%
Clock network power share -> 0%
RSZ-0062 raised after global routing -> no
Wire length of the first global-routing pass -> 5009 um
Hold buffer count at cts -> 0
Final critical delay including setup and external delays -> 9.191 ns
Post-CTS setup repair buffer count -> 0
Logic area -> 1013 sq um
Count of pins on the block boundary -> 53
Met3 Resource Use GR -> 1.400%
Die X -> 92 um
Number of antenna diodes -> 0
Hpwl dp -> 2764 um
Worst slew margin relative to its limit -> 73.72%
Number of standard cells after synthesis -> 143
Most instantiated logic cells after routing -> 53 x clkdlybuf4s50_1, 25 x ha_1, 17 x inv_1, 13 x xnor2_1, 10 x a21oi_1
Slew @ Worst Pin -> 0.3901 ns
Arrival time reported for the critical path endpoint -> 6.35 ns
Pin count of the biggest net entering global routing -> 11
Launch point of the worst hold path -> Y[0]
Total number of vias -> 1,090
Hold path depth -> 3
Average instance area after synthesis -> 7.752 sq um
OpenROAD warning count -> 33
First-iteration detailed-routing DRC count -> 24
Antenna violations before repair -> 0
Sw Pwr -> 46.27 uW
Comb pwr share -> 100.0%
Highest ir drop seen on vdd -> 0.04983 mV
Gp weighted congestion -> 0.8025
Type of the worst setup path -> input port to primary output
Part of the power in registers -> 0%
Chip footprint -> 8464 sq um
Required time worst endpoint -> 11.36 ns
Count of instantiated cells in the yosys netlist -> 143
Destination of the worst hold path -> Z[0]
Worst setup slack before clock tree synthesis -> 5.012 ns
Max frequency -> 108.8 MHz
Number of max-cap violations -> 0
Leakage -> 0.7554 nW
Chip area in the Yosys report -> 1109 sq um
Distinct lib cells -> 41
Die Span Y -> 92 um
Count of instances resized after the clock tree is built -> 0
## cells in the mapped netlist, drive strengths merged
cell type | count | area share (%)
ha | 25 | 28
inv | 18 | 6.1
xnor2 | 13 | 10
o21ai | 11 | 5.3
a21oi | 10 | 4.5
a21o | 9 | 6.3
nand2 | 8 | 2.7
nor2 | 8 | 3.4
xor2 | 7 | 5.5
buf | 4 | 2.0
o31a | 3 | 3.2
a211oi | 2 | 1.4
nand3 | 2 | 0.90
nand4 | 2 | 1.1
nor2b | 2 | 1.8
o211ai | 2 | 1.8
o21a | 2 | 1.4
or2 | 2 | 1.4
a31o | 1 | 0.79
a31oi | 1 | 1.9
a41oi | 1 | 1.5
clkbuf | 1 | 0.45
fa | 1 | 1.8
mux2 | 1 | 1.0
mux2i | 1 | 0.90
nand2b | 1 | 0.56
nand3b | 1 | 0.68
nor3b | 1 | 0.68
o2111a | 1 | 1.0
o2111ai | 1 | 0.79
o21bai | 1 | 0.68
## worst max-delay path: stages
cell             delay, ns
clkdlybuf4s50_1       0.40
ha_1                  0.23
inv_1                 0.07
fa_1                  0.25
nor2b_4               0.05
o31a_1                0.27
o31a_4                0.32
a31oi_4               0.23
mux2i_1               0.26
o2111a_1              0.22
ha_1                  0.23
xnor2_1               0.20
xnor2_1               0.15
xnor2_1               0.13
clkdlybuf4s50_1       0.49
## logic make-up after synthesis
| logic type | Yosys count | share of synthesized area [%] |
|---|---|---|
| AND-OR/OR-AND | 45 | 30.47 |
| XOR/XNOR | 20 | 15.80 |
| adder cells (fa/ha/maj) | 26 | 30.02 |
| buffers and inverters | 23 | 8.577 |
| multiplexers | 2 | 1.919 |
| AND/OR/NAND/NOR | 27 | 13.21 |
## how the worst max path moves through the flow
stage | endpoint | slack, ns | startpoint | depth (start not counted)
4_1_cts | Parity | 4.99 | X[0] | 15
5_1_grt | Parity | 4.85 | X[0] | 15
6_report | Parity | 5.01 | X[0] | 15
## cell type report
type,count,area share (%)
Timing Repair Buffer,53,31.22
Tap cell,70,5.155
Inverter,18,3.976
Multi-Input combinational cell,120,59.65
## metal layers
metal / part of all wire (%) / up-vias
li1: - / 604
met1: 49 / 458
met2: 46 / 28
met3: 5.3 / 0
met4: 0 / 0
met5: 0 / -
## power by group through the flow
stage	Clock [mW]	Sequential [mW]	Combinational, mW
after global routing	0	0	0.139
after CTS	0	0	0.128
final	0	0	0.125
## metrics by stage
stage | cell area [sq um] | cells | total power [mW] | utilization, % | hold slack [ns]
2_1_floorplan | 1109 | 143 | 0.06895 | - | 5.771
3_3_place_gp | 1699 | 261 | 0.1275 | 33.48 | 6.740
3_5_place_dp | 1699 | 261 | 0.1276 | 33.48 | 6.752
4_1_cts | 1699 | 261 | 0.1283 | 33.48 | 6.758
5_1_grt | 1699 | 261 | 0.1389 | 33.48 | 6.787
6_report | 1699 | 261 | 0.1250 | 33.48 | 6.742
Power is estimated from default activity; no workload was simulated.
