`flow/run.sh`:
```
#!/bin/bash
# OpenROAD 26Q1-2900-gdf79404cd8, Yosys 0.63+post, stock flow scripts
make -C /OpenROAD-flow-scripts/flow DESIGN_CONFIG=/design/flow/config.mk WORK_HOME=/design/flow/orfs finish
```
`flow/config.mk`:
```
export PLATFORM = sky130hd
export DESIGN_NAME = ALU4
export DESIGN_NICKNAME = ALU4
export VERILOG_FILES = /design/flow/design.v
export SDC_FILE = /design/flow/constraint.sdc
export NUM_CORES = 4
export LEC_CHECK = 1
export CORE_UTILIZATION = 40
```
`flow/constraint.sdc`:
```
current_design ALU4

set clk_period 20.0
set clk_io_pct 0.2

create_clock -name clk0 -period $clk_period

set non_clock_inputs [all_inputs -no_clocks]
set_input_delay [expr $clk_period * $clk_io_pct] -clock clk0 $non_clock_inputs
set_output_delay [expr $clk_period * $clk_io_pct] -clock clk0 [all_outputs]
```
`flow/design.v`:
```
module ALU4(out, a, b, op);
    input [1:0] op;
    input [7:0] a, b;
    output reg [7:0] out;
    parameter ADD=2'b00, SUB=2'b01, MUL=2'b10, DIV=2'b11;
    always @(*)
    begin
        case (op)
            ADD: out = a + b;
            SUB: out = a - b;
            MUL: out = a * b;
            DIV: out = a / b;
        endcase
    end
endmodule
```
==> results.ini <==
[global_route]
grt_max_degree=19
grt_pass1_vias=2852
grtUsageTotal=0.2257
grt_overflow=0
grt_pass1_wl_um=14350
antenna_found_initial=0

[detailed_routing]
wl_per_cell_um=16.34
post-route-drc-count=0
vias=2897
drt_pre_antenna_iters=4
drt_iter0_markers=127
diodes=0
finalWirelength_um=8560
drtAntennaViolNets=0
post_drt_via_cell_ratio=5.529

[setup_path]
cpMaxStageDelayCell=clkdlybuf4s50_1
cp.required_ns=16.00
critical_path.max_stage_delay_ns=0.65
criticalPathCategory=primary input to output pin
cp.arrival_ns=15.11
start_kind=primary input
end_kind=output pin
cp_top_family=AND-OR/OR-AND gates
path_buffers=3
path_common_cell=ha_1
cp_max_fo=15

[power_and_ir_drop]
p_leak_nw=1.607
p_per_area_mw_per_mm2=43.46
peakVddDrop_mv=0.01582

[synthesis]
synth_stat.cells=404
syn-instance-count=404
synthesis.area_mm2=0.003080
yosys.cell_types.count=59
ys_chip_area_mm2=0.003080
yosysWarnings=1
synth_seq_share=0
avgSynthCellArea_um2=7.625

[final_layout]
design_area_mm2=0.003500
flop-count=0
syn2layout_area_growth_pct=13.61
n_fill_cell=714
nClkBuffers=0
final_layout_size_suffix_gt1_frac=0.08000
flop_area_um2=0

[floorplan]
die_h_um=89.76
die_area_mm2=0.008056
initCoreUtil=0.4202
core_area_mm2=0.007331
rows=31
io_pins=26
die_x_um=89.76

[timing]
slew_headroom=0.5508
rsz0062_at_grt=no
max_freq_ghz=0.05234
tightest_slew_ns=0.6717
post-route-period-util=0.9553
fin_crit_ns=19.11
setup_viol=0
finalMaxSlewViolations=0
hold_viol=0
finalSetupTns_ns=0

[outcome]
outcome=completed

[clock_network]
cts_hold_buf=0

[place]
place_congestion=0.9107
hpwl_um=7008
placed_cell_area_mm2=0.003431
portBuffers=26

[flow_run]
warning_count=37
cap_viol_max_count=0

[min_path]
hold_path.class=primary input to output pin

layout by cell type (no fill, tap or decap), drive strengths merged, types with 2 or more instances in the layout:
cell type       n
ha             64
nor2           45
inv            38
nand2          29
xnor2          28
clkdlybuf4s50  24
a21oi          21
o21ai          19
o21a           13
fa             13
nor3           13
o211ai         10
mux2            9
buf             8
xor2            7
a21o            7
nand3           6
mux2i           5
nand2b          5
and2            5
nor2b           4
a31oi           4
or3             4
a21boi          3
o22ai           3
a41oi           3
or2             2
o31a            2
a211oi          2
xnor3           2
dlymetal6s2s    2
o221ai          2
nor4            2
o31ai           2
logic make-up after synthesis:
| group | after synthesis | synth area share |
|---|---|---|
| multiplexers | 14 | 0.04915 |
| adder cells (fa/ha/maj) | 77 | 0.3444 |
| XOR/XNOR | 37 | 0.1141 |
| AND-OR/OR-AND | 102 | 0.2364 |
| AND/OR/NAND/NOR | 122 | 0.1901 |
| buffers and inverters | 52 | 0.06580 |
report_power, final:
group	internal (W)	switching, W	total, W
Clock	0	0	0
Sequential	0	0	0
Combinational	0.0000742	0.0000779	0.000152
Total	0.0000742	0.0000779	0.000152
final timing paths:
check                end  from  slack, ns  cells past startpoint
setup / recovery  out[0]  b[3]       0.89                     42
hold / removal    out[0]  b[0]       9.21                      5
synth_stat cells (4+ instances only):
cell type | instances | area (µm²)
and2_1 | 5 | 31.28
nand2b_1 | 5 | 31.28
fa_1 | 13 | 260.3
xor2_1 | 7 | 61.31
nor3_1 | 12 | 60.06
nor2b_1 | 4 | 25.02
xnor2_1 | 28 | 245.2
ha_1 | 64 | 800.8
inv_1 | 39 | 146.4
a21o_1 | 7 | 52.55
mux2i_1 | 5 | 50.05
mux2_2 | 9 | 101.4
clkbuf_1 | 9 | 33.78
nand2_1 | 28 | 105.1
a31oi_1 | 4 | 25.02
o21ai_0 | 17 | 85.08
o21a_1 | 13 | 97.59
nand3_1 | 6 | 30.03
nor2_1 | 45 | 168.9
a21oi_1 | 21 | 105.1
o211ai_1 | 10 | 75.07
layer usage:
layer / vias up / track usage / share of wire
li1: 1481 / - / -
met1: 1341 / 0.3463 / 0.50
met2: 73 / 0.3603 / 0.44
met3: 2 / 0.02835 / 0.050
met4: 0 / 0.009563 / 0.0051
met5: - / 0 / 0
through the flow:
step | worst slack (ns) | std cells | utilization | power [W] | hold WS [ns]
after floorplan | 2.553 | 404 | - | 0.0001092 | 8.128
after CTS | 0.3965 | 519 | 0.4680 | 0.0001507 | 9.407
after global routing | 0.06844 | 524 | 0.4774 | 0.0001717 | 9.268
after global placement | 0.5082 | 519 | 0.4680 | 0.0001494 | 9.379
after detailed placement | 0.4522 | 519 | 0.4680 | 0.0001497 | 9.407
final | 0.8932 | 524 | 0.4774 | 0.0001521 | 9.207
cell type report:
type | instances | area (µm²) | share of cell area
well taps | 99 | 123.9 | 0.03540
multi-input cells | 352 | 2900 | 0.8287
inverters | 39 | 150.1 | 0.04290
repair buffers | 34 | 325.3 | 0.09296
repair_timing:
item                       4_1_cts  5_1_grt
setup buffers                    0        5
gates resized                    0        6
setup endpoints to repair        0        1
Power is estimated from default activity; no workload was simulated.
